==> ./design.v <==
module encoder_8b9b (
    input wire clk,
    input wire rst_n,
    input wire enable,
    input wire [7:0] data_in,   
    output reg [8:0] code_out   
);
    wire B1, B2, B3, X1, X2, Q1, Q2, Q3;
    assign B1 = data_in[7];
    assign B2 = data_in[6];
    assign B3 = data_in[5];
    assign X1 = data_in[4];
    assign X2 = data_in[3];
    assign Q1 = data_in[2];
    assign Q2 = data_in[1];
    assign Q3 = data_in[0];
    wire Y1, Y2, Y3, Y4;
    assign Y1 = (~Q1 & ~Q2 & ~X1) | (Q1 & Q3) | (Q2 & Q3);
    assign Y2 = (~Q1 & ~Q2 & ~X1) | (Q1 & ~Q3) | (Q2 & ~Q3);
    assign Y3 = (Q1 & ~Q2) | (Q1 & Q2 & ~X2) | (~Q2 & Q3);
    assign Y4 = (~Q1 & Q2) | (Q1 & Q2 & ~X2) | (~Q1 & ~Q3);
    always @(posedge clk or negedge rst_n) begin
        if (!rst_n) begin
            code_out <= 9'b0;
        end else if (enable) begin
            code_out <= {B1, X1, Y1, Y2, B2, B3, Y3, Y4, X2};
        end
    end
endmodule
==> ./run.sh <==
#!/bin/bash
# OpenROAD 26Q1-2900-gdf79404cd8, Yosys 0.63+post, stock flow scripts
make -C /OpenROAD-flow-scripts/flow DESIGN_CONFIG=/design/flow/config.mk WORK_HOME=/design/flow/orfs finish
==> ./config.mk <==
export PLATFORM = sky130hd
export DESIGN_NAME = encoder_8b9b
export DESIGN_NICKNAME = encoder_8b9b
export VERILOG_FILES = /design/flow/design.v
export SDC_FILE = /design/flow/constraint.sdc
export NUM_CORES = 4
export LEC_CHECK = 1
export CORE_AREA = 10 10 70 70
export DIE_AREA = 0 0 80 80
==> ./constraint.sdc <==
current_design encoder_8b9b

set clk_period 1.3
set clk_io_pct 0.2

create_clock -name clk0 -period $clk_period [get_ports {clk}]

set non_clock_inputs [all_inputs -no_clocks]
set_input_delay [expr $clk_period * $clk_io_pct] -clock clk0 $non_clock_inputs
set_output_delay [expr $clk_period * $clk_io_pct] -clock clk0 [all_outputs]
==> Implementation_results.wiki <==
== Metrics ==
{| class="wikitable"
! Metric !! Value
|-
| Number of warnings the tools reported || 25
|-
| Clock Latency Late Sink || 0.25 ns
|-
| Mean post-synth cell area || 13.2 um^2
|-
| Unique cell types || 16
|-
| Share of total power in combinational logic || 22.8%
|-
| CP cell instances || dlygate4sd2_1
|-
| Type of the worst min-delay path || input pin to asynchronous set/reset pin
|-
| Chip Footprint || 6400 um^2
|-
| Detail Placement HPWL || 908 um
|-
| Power consumption || 0.685 mW
|-
| Worst-path clk slew || 0.06 ns
|-
| Fmax || 0.869 GHz
|-
| Initial antenna violation count || 0
|-
| Switching component of the power || 0.148 mW
|-
| Die Width || 80 um
|-
| Number of flip-flops in the largest register || 9
|-
| Startpoint kind of the worst setup timing path || register
|-
| Total iterations of the first detailed-routing run || 2
|-
| Total of flip-flops plus latches after synthesis || 9
|-
| Power per unit of standard cell area || 969 nW/um^2
|-
| Post-route ant nets || 0
|-
| Count of vias placed by the detailed router || 323
|-
| Crit-path max FO || 2
|-
| Levels on crit path || 1
|-
| Overall global routing resource usage || 3.39%
|-
| Wire length of the first global-routing pass || 1.68 mm
|-
| Largest stage delay on the critical path || 0.38 ns
|-
| Post-layout period usage of the worst path || 88.5%
|-
| Grt total ovfl || 0
|-
| Number of endpoints failing setup at the final stage || 0
|-
| Total internal power || 0.537 mW
|-
| Worst path buffer plus inverter count || 1
|-
| TritonCTS sink count || 9
|-
| Count of buffers from port buffering || 19
|-
| Worst-case clock buffer depth || 2
|-
| Fill cells || 389
|-
| Core Region || 3420 um^2
|-
| Chip area estimate from yosys synthesis || 410 um^2
|-
| Final-report max-slew violation count || 0
|-
| Count of warnings emitted by yosys || 1
|-
| Post-synthesis instance total || 31
|-
| Final WL || 1.06 mm
|-
| RSZ-0062 raised after global routing || false
|-
| Actual slew at the worst max-slew pin || 0.416 ns
|-
| Fraction of layout instances using a drive strength above 1 || 30.5%
|-
| Placement Rows || 21
|-
| Top-level port count || 20
|-
| Clock Skew || 0 ns
|-
| Number of buffers created by CTS || 3
|-
| DRC violations left || 0
|-
| Outcome || complete, no violations
|-
| Reg power frac || 47.4%
|-
| TritonCTS clock tree || yes
|-
| Post-CTS Hold Fix Bufs || 0
|-
| Pin count of the biggest net entering global routing || 10
|-
| Crit end category || primary output
|-
| Relative slew margins || 72.2%
|-
| Data arrival, critical path || 0.89 ns
|-
| Max VDD drop || 294 uV
|-
| Starting density of the core || 12.0%
|-
| Slowest cell on the critical path || sky130_fd_sc_hd__dfrtp_1
|-
| Largest registers || code_out: 9 flops
|-
| Placer's final routability congestion estimate || 0.719
|-
| Vertical die size || 80 um
|-
| Count of final hold-check violations || 0
|-
| Placed standard-cell area || 669 um^2
|-
| Via-to-Cell Ratio || 3.08
|-
| Fraction of power spent switching nets || 21.6%
|-
| Share of total power in the clock network || 29.8%
|-
| Buffer type at the clock tree root || sky130_fd_sc_hd__clkbuf_4
|-
| Synth Cell Area || 410 um^2
|-
| Synthesis-to-finish area growth || 72.3%
|-
| Via count of the first global-routing pass || 363
|-
| Total antenna diodes in the routed design || 0
|-
| Cell area after layout || 707 um^2
|-
| Number of design-rule violations left by the first detailed-router iteration || 5
|-
| Max Cap Violations || 0
|-
| Critical setup path kind || register to primary output
|-
| Data required, critical path || 1.04 ns
|-
| Top Family by Delay on Critical Path || flip-flops
|-
| Length in cells of the worst reg-to-reg path || 2
|-
| Largest register by flop count || code_out
|-
| Yosys stat cell total || 31
|-
| Part of the Yosys area used for sequential elements || 54.9%
|-
| Time the worst path needs with I/O delays and setup || 1.15 ns
|-
| Wire length per cell after detailed routing || 10.1 um
|-
| Static Leakage || 0.312 nW
|-
| H-tree level count || 1
|}
-- final cells by class --
cell class	instances	area [um^2]	share of cell area, %
well taps	46	57.6	8.14
clock buffers	4	26.3	3.72
inverters	1	3.75	0.531
flip-flops and latches	9	225	31.9
multi-input cells	20	170	24.1
repair buffers	25	224	31.7
-- per-layer routing --
| metal | routed length (um) | GRT usage (%) | vias to the layer above |
|---|---|---|---|
| li1 | - | - | 161 |
| met1 | 465 | 4.02 | 144 |
| met2 | 415 | 4.65 | 16 |
| met3 | 178 | 3.07 | 2 |
| met4 | 5 | 0.176 | 0 |
| met5 | 0 | 0 | - |
-- placed cells by master, fill, tap and decap left out --
cell type	Yosys	final
sky130_fd_sc_hd__and3_4	1	1
sky130_fd_sc_hd__mux2_2	1	1
sky130_fd_sc_hd__a21oi_1	1	1
sky130_fd_sc_hd__clkbuf_1	0	1
sky130_fd_sc_hd__nand2_1	2	2
sky130_fd_sc_hd__nor2_2	1	1
sky130_fd_sc_hd__clkbuf_4	0	3
sky130_fd_sc_hd__o22ai_1	1	1
sky130_fd_sc_hd__nor3b_1	1	1
sky130_fd_sc_hd__inv_1	1	1
sky130_fd_sc_hd__mux2_4	5	5
sky130_fd_sc_hd__o211ai_1	1	1
sky130_fd_sc_hd__dfrtp_1	9	9
sky130_fd_sc_hd__buf_4	0	6
sky130_fd_sc_hd__dlygate4sd2_1	0	9
sky130_fd_sc_hd__nor3_2	1	1
sky130_fd_sc_hd__nand2b_1	1	1
sky130_fd_sc_hd__o21ai_0	1	1
sky130_fd_sc_hd__clkdlybuf4s50_1	0	10
sky130_fd_sc_hd__nor2_1	3	3
-- per-stage QoR --
step	util (%)	hold WS [ns]	worst slack, ns	setup TNS (ns)	instances
2_1_floorplan	-	-0.0356	0.506	0	31
3_3_place_gp	19.6	0.506	-0.0699	-0.368	98
3_5_place_dp	19.6	0.503	-0.0938	-0.462	98
4_1_cts	20.7	0.308	0.133	0	105
5_1_grt	20.7	0.318	0.0966	0	105
6_report	20.7	0.304	0.149	0	105
-- what timing repair did --
item,4_1_cts,5_1_grt
resized,9,0
buffers inserted,3,0
endpoints found under the setup margin,9,0
-- power by group through the flow --
stage / Clock (mW) / Combinational [mW] / Sequential (mW)
after global routing: 0.227 / 0.172 / 0.329
after CTS: 0.214 / 0.160 / 0.325
final: 0.204 / 0.156 / 0.324
-- path summary, 6_finish.rpt --
check | startpoint | to | slack, ns
max | code_out[6] | code_out[6] | 0.15
min | rst_n | code_out[0] | 0.30
max reg2reg | code_out[4] | code_out[4] | 0.43
min reg2reg | code_out[0] | code_out[0] | 0.52
max in group asynchronous | rst_n | code_out[1] | 0.70
min in group clk0 | code_out[0] | code_out[0] | 0.52
-- cell families after synthesis --
group	after synthesis	synth area share, %
AND-OR/OR-AND	4	5.79
buffers and inverters	2	3.66
flip-flops	9	54.9
multiplexers	6	21.0
AND/OR/NAND/NOR	10	14.6
-- synthesized netlist by cell type --
| cell | instances | area [um^2] |
|---|---|---|
| sky130_fd_sc_hd__a21oi_1 | 1 | 5.00 |
| sky130_fd_sc_hd__and3_4 | 1 | 11.3 |
| sky130_fd_sc_hd__buf_6 | 1 | 11.3 |
| sky130_fd_sc_hd__dfrtp_1 | 9 | 225 |
| sky130_fd_sc_hd__inv_1 | 1 | 3.75 |
| sky130_fd_sc_hd__mux2_2 | 1 | 11.3 |
| sky130_fd_sc_hd__mux2_4 | 5 | 75.1 |
| sky130_fd_sc_hd__nand2_1 | 2 | 7.51 |
| sky130_fd_sc_hd__nand2b_1 | 1 | 6.26 |
| sky130_fd_sc_hd__nor2_1 | 3 | 11.3 |
| sky130_fd_sc_hd__nor2_2 | 1 | 6.26 |
| sky130_fd_sc_hd__nor3_2 | 1 | 10.0 |
| sky130_fd_sc_hd__nor3b_1 | 1 | 7.51 |
| sky130_fd_sc_hd__o211ai_1 | 1 | 7.51 |
| sky130_fd_sc_hd__o21ai_0 | 1 | 5.00 |
| sky130_fd_sc_hd__o22ai_1 | 1 | 6.26 |
Power is estimated from default activity; no workload was simulated.
