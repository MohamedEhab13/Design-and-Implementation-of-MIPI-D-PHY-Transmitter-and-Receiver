File: flow/design.v
module PRBS_9 (
 input  wire       Clk, 
 input  wire       TxRst,
 input  wire       Enable,
 output wire [7:0] PRBS_Pattern
 );
reg [8:0] lfsr;
wire feedback;
assign feedback = lfsr[8] ^ lfsr[4];   
  always @(posedge Clk or posedge TxRst) begin
    if (TxRst)
        lfsr <= 9'b011111111;   
    else if (Enable)
      lfsr <= {lfsr[7:0], feedback};   
end 
  genvar i;
generate
  for (i = 0; i < 8; i = i + 1) begin
    assign PRBS_Pattern[i] = lfsr[7 - i];
  end
endgenerate
endmodule
File: flow/run.sh
#!/bin/bash
# OpenROAD 26Q1-2900-gdf79404cd8, Yosys 0.63+post, stock flow scripts
make -C /OpenROAD-flow-scripts/flow DESIGN_CONFIG=/design/flow/config.mk WORK_HOME=/design/flow/orfs finish
File: flow/config.mk
export PLATFORM = sky130hd
export DESIGN_NAME = PRBS_9
export DESIGN_NICKNAME = PRBS_9
export VERILOG_FILES = /design/flow/design.v
export SDC_FILE = /design/flow/constraint.sdc
export NUM_CORES = 4
export LEC_CHECK = 1
export CORE_AREA = 10 10 70 70
export DIE_AREA = 0 0 80 80
File: flow/constraint.sdc
current_design PRBS_9

set clk_period 1.2
set clk_io_pct 0.2

create_clock -name clk0 -period $clk_period [get_ports {Clk}]

set non_clock_inputs [all_inputs -no_clocks]
set_input_delay [expr $clk_period * $clk_io_pct] -clock clk0 $non_clock_inputs
set_output_delay [expr $clk_period * $clk_io_pct] -clock clk0 [all_outputs]
==> results.py <==
# Auto-generated metrics
metrics = {
    "status": {
        "outcome": "completed",
    },
    "global_route": {
        "grt_pass1_vias": 267,
        "grt_max_degree": 10,
        "grt_util_all_layers_pct": 2.66,
        "grt_pass1_wl_um": 1300,
        "grt_remaining_overflow": 0,
        "antenna_found_initial": 0,
    },
    "power_and_ir_drop": {
        "ir_drop_mv": 0.791,
        "p_per_area_mw_per_mm2": 2540,
        "cellLeakagePower_uw": 0.000272,
    },
    "clocking": {
        "h-tree-depth": 1,
        "root_buffer": "clkbuf_4",
        "cts.path.max_buffers": 2,
        "cts_inserted_buffers": 3,
        "cts_tree": "yes",
        "clock_latency_ps": 260,
        "holdBufCountCts": 0,
        "cts.sinks": 9,
        "clkTransAtPathRegs_ps": 60,
    },
    "die": {
        "fp_util_pct": 13.1,
        "die_h_um": 80,
        "chipArea_mm2": 0.00640,
        "core-area_mm2": 0.00342,
        "pin_count": 11,
        "die-width_um": 80,
        "fp-row-count": 21,
    },
    "finish": {
        "regMostFlops": "lfsr",
        "syn2layout_area_growth_pct": 33.0,
        "largest_reg_flops": 9,
        "reg_top3": "lfsr x9",
        "nFillCells": 387,
        "final_area_um2": 596,
        "drive_above_1_share_pct": 82.2,
    },
    "logic_synthesis": {
        "ys_seq_share_pct": 52.5,
        "yosys_warnings": 1,
        "synth_async_sr_flop_share_pct": 100,
        "ys_cells": 30,
        "synth_area_leader_cell": "dfstp_2",
        "dominantRegCellSynth": "dfstp_2",
        "synthesis.area_um2": 448,
        "synth_flops": 9,
        "synth-edff-count": 0,
        "common_cells": "buf_4, dfstp_2, mux2_4",
        "yosysUniqueCellTypes": 9,
        "synth.area.top_cells": "dfstp_2, mux2_4, buf_4",
        "syn-instance-count": 30,
        "syn-mean-instance-area_um2": 14.9,
        "synth_top_area_share_pct": 46.9,
        "yosys_area_um2": 448,
    },
    "setup_path": {
        "path_max_fanout": 2,
        "critPathBufInv": 1,
        "r2r_slack_ps": 270,
        "crit_family": "flip-flops",
        "worstPathCellList": "buf_2",
        "critPathArrivalTime_ps": 880,
        "cpMaxStageDelayCell": "dfstp_2",
        "crit_required_ps": 960,
        "critPathKind": "reg -> out",
        "end_kind": "output pin",
        "crit_path_max_incr_delay_ps": 530,
        "critPathLaunchType": "flop",
    },
    "drt": {
        "met1Wirelength_um": 423,
        "wl_met3_um": 58,
        "viasPerCell": 2.68,
        "dr.first_iter.drc_count": 6,
        "diodes": 0,
        "drtAntennaViolNets": 0,
        "drt-total-wl_um": 803,
        "highest_layer": "met4",
        "wire_per_inst_um": 8.82,
        "route.detailed.drc": 0,
        "dr.pass1.iters": 2,
        "vias": 244,
        "routed-wl-met2_um": 315,
    },
    "placed_design": {
        "globalplace.congestion": 0.660,
        "io_buffer_count": 10,
        "pre_cts_slack_ps": -93.6,
        "placed_area_um2": 602,
    },
    "sta": {
        "maxSlewHeadroom_pct": 78.8,
        "min_period_ps": 1120,
        "finalSetupTns_ps": 0,
        "tightestPinTransition_ps": 318,
        "fin_ws_ps": 78.5,
        "finClkSkew_ps": 4.00,
        "grt_setup_unrepaired": "no",
        "period_used_pct": 93.5,
        "setup-violations-final": 0,
        "max_freq_mhz": 892,
        "maxSlewViolCount": 0,
        "final_hold_viol_count": 0,
    },
    "run": {
        "warnings": 26,
        "maxCapViolCount": 0,
    },
    "hold_path": {
        "min_path_type": "in -> async",
    },
}
-- metal layers --
metal / GRT usage [%] / vias to the layer above
met1: 3.74 / 113
li1: - / 119
met3: 1.70 / 2
met2: 3.37 / 10
met4: 0.352 / 0
met5: 0 / -
-- path summary, 6_finish.rpt --
| kind | endpoint | cells past startpoint | from |
|---|---|---|---|
| worst min-delay path | lfsr[8] | 2 | TxRst |
| max in group asynchronous | lfsr[0] | 2 | TxRst |
| worst max-delay path | PRBS_Pattern[3] | 1 | lfsr[4] |
| worst min register to register | lfsr[8] | 1 | lfsr[8] |
| worst max register to register | lfsr[0] | 3 | lfsr[4] |
| min in group clk0 | lfsr[8] | 1 | lfsr[8] |
-- cells in the final DEF (no fill, tap or decap) --
cell and count:
buf_4 10, mux2_4 8, dfstp_2 8, buf_2 7
clkbuf_4 3, clkdlybuf4s50_1 2, inv_1 1, xnor2_1 1
nor2_1 1, a21oi_1 1, clkbuf_1 1, dfrtp_1 1
clkbuf_2 1
-- what timing repair did --
action | in CTS | in global routing
buffers inserted | 1 | 0
endpoints found under the setup margin | 8 | 1
hold endpoints to repair | 0 | 0
gates resized | 23 | 1
-- report_power, final --
| group | switching (µW) | internal (µW) | leakage [µW] |
|---|---|---|---|
| logic | 179 | 473 | 0.000162 |
| registers | 82.5 | 555 | 0.0000958 |
| clock network | 97.0 | 128 | 0.0000150 |
| total | 359 | 1150 | 0.000272 |
-- area by class of cell --
| class | count | area (µm²) | area share [%] |
|---|---|---|---|
| clock buffer | 4 | 26.3 | 4.41 |
| timing repair buffer | 20 | 135 | 22.7 |
| multi-input combinational | 11 | 138 | 23.1 |
| sequential | 9 | 235 | 39.5 |
| tap | 46 | 57.6 | 9.66 |
| inverter | 1 | 3.75 | 0.630 |
-- cell families after synthesis --
kind of cell / synth area share (%)
XOR/XNOR: 1.96
multiplexers: 26.8
flip-flops: 52.5
buffers and inverters: 16.8
AND/OR/NAND/NOR: 0.837
AND-OR/OR-AND: 1.12
-- per-stage QoR --
stage / utilization [%] / std cells / total power (µW) / hold slack (ps)
floorplan: - / 30 / 1080 / 62.2
global placement: 17.6 / 86 / 1430 / 511
detailed placement: 17.6 / 86 / 1430 / 522
CTS: 17.6 / 91 / 1560 / 258
global route: 17.4 / 91 / 1630 / 271
finish: 17.4 / 91 / 1510 / 247
No activity file was given, so power comes from the tool's default toggle rates.
