## design.v

```verilog
module decoder_9b8b (
    input wire clk,
    input wire rst_n,
    input wire enable,
    input wire [8:0] code_in,   
    output reg [7:0] data_out   
);
    wire B1, X1, Y1, Y2, B2, B3, Y3, Y4, X2;
    assign B1 = code_in[8];
    assign X1 = code_in[7];
    assign Y1 = code_in[6];
    assign Y2 = code_in[5];
    assign B2 = code_in[4];
    assign B3 = code_in[3];
    assign Y3 = code_in[2];
    assign Y4 = code_in[1];
    assign X2 = code_in[0];
    wire Q1, Q2, Q3;
    assign Q1 = (Y1 ^ Y2) & ~(~Y3 & Y4);
    assign Q2 = (Y1 ^ Y2) & ~(Y3 & ~Y4);
    assign Q3 = (Y1 & ~Y2) | (~(Y1 ^ Y2) & Y3);
    always @(posedge clk or negedge rst_n) begin
        if (!rst_n) begin
            data_out <= 8'b0;
        end else if (enable) begin
            data_out <= {B1, B2, B3, X1, X2, Q1, Q2, Q3};
        end
    end
endmodule
```

## run.sh

```bash
#!/bin/bash
# OpenROAD 26Q1-2900-gdf79404cd8, Yosys 0.63+post, stock flow scripts
make -C /OpenROAD-flow-scripts/flow DESIGN_CONFIG=/design/flow/config.mk WORK_HOME=/design/flow/orfs finish
```

## config.mk

```make
export PLATFORM = sky130hd
export DESIGN_NAME = decoder_9b8b
export DESIGN_NICKNAME = decoder_9b8b
export VERILOG_FILES = /design/flow/design.v
export SDC_FILE = /design/flow/constraint.sdc
export NUM_CORES = 4
export LEC_CHECK = 1
export CORE_AREA = 10 10 70 70
export DIE_AREA = 0 0 80 80
```

## constraint.sdc

```tcl
current_design decoder_9b8b

set clk_period 1.1
set clk_io_pct 0.2

create_clock -name clk0 -period $clk_period [get_ports {clk}]

set non_clock_inputs [all_inputs -no_clocks]
set_input_delay [expr $clk_period * $clk_io_pct] -clock clk0 $non_clock_inputs
set_output_delay [expr $clk_period * $clk_io_pct] -clock clk0 [all_outputs]
```

==> qor.csv <==
metric,value,unit
grt_start_max_net_pins,11,
utilization,0.202,
log.warning_count,25,
post_dp_cell_area,612,µm²
root_buffer,clkbuf_4,
antenna_found_initial,0,
die-area,6400,µm²
ios,20,
fin_worst_skew,0,ps
timing.final.crit_share,0.965,
dp.cells,91,
cts_buffer_depth,2,
ys_top_cells_by_area,"dfrtp_1 56%, mux2_4 21%, ha_1 3.5%, nor2b_1 3.5%, o22ai_1 3.5%",
yosysTopAreaCellShare,0.563,
critPathCaptureType,flip-flop,
max_freq,943,MHz
largest_reg_flops,8,
portBuffers,19,
fp.dieH,80,µm
drt_first_iter_violations,2,
hpwlAfterDp,744,µm
postRouteWirelength,935,µm
comb_power_share,0.259,
first_pass_iters,2,
ant_nets,0,
worstSetupPathType,input pin to flip-flop,
grt_first_pass_wirelength,1460,µm
power_frac_seq,0.451,
clk_pin_slew,60,ps
die_x,80,µm
clkPwrFrac,0.290,
num_rows,21,
core_area,3420,µm²
setup_viol,0,
cp-start-kind,input pin,
num_vias,284,
holdBufCountCts,0,
slew_headroom,0.767,
initial_utilization,0.104,
maxCapViolCount,0,
rsz0062_at_grt,false,
grt_usage,0.0303,
syn2layout_area_growth,94.4,%
irDropWorstVdd,0.000309,V
yosys.area.top_type,dfrtp_1,
place.gp.congestion,0.719,
drv_slew,0,
final_layout_size_suffix_gt1_frac,0.340,
ys_chip_area,355,µm²
ys_cells,26,
syn_area,355,µm²
worst_pin_slew,348,ps
cts_buffers,3,
ys_seq_share,0.563,
p_per_area,1100,nW/µm²
ys_warn_count,1,
p_int,596,µW
clock_latency,250,ps
fin_crit,1060,ps
grt-ovfl-total,0,
worstPathMaxFanout,10,
num_antenna_cells,0,
synth_flops,8,
startpoint,enable,
syn_area_per_cell,13.7,µm²
p_leak,0.303,nW
via_per_inst,2.87,
cts.htree.levels,1,
min_path_type,input pin to async pin,
critPathArrivalTime,1180,ps
fin_cells,99,
p_sw,163,µW
cts_sinks,8,
hold_viol_final,0,
design_area,691,µm²
status,completed,
largest_register,data_out,
required,1220,ps
top_regs,data_out: 8 flops,
cts_tree,built,
yosysUniqueCellTypes,10,
drc,0,
synthCells,26,
wl_per_cell,9.44,µm
r2r_start,data_out[4],
grt_pass1_vias,307,
switching_share,0.214,
cells in the mapped netlist:
| cell type | instances |
|---|---|
| ha_1 | 1 |
| buf_6 | 1 |
| nor2_1 | 1 |
| mux2_4 | 5 |
| o22ai_1 | 2 |
| a21oi_1 | 2 |
| dfrtp_1 | 8 |
| nor2b_1 | 2 |
| inv_1 | 3 |
| nand2b_1 | 1 |
critical path, cell delays in order:
cell and delay, ps:
clkdlybuf4s50_1 510, buf_12 150, mux2_4 300
through the flow:
stage	hold WS, ps	setup TNS [ps]	setup WS (ps)	power [mW]
final	234	0	39.0	0.758
after global routing	248	0	7.01	0.813
after CTS	240	0	3.45	0.752
after detailed placement	498	-1770	-285	0.524
after global placement	493	-1710	-256	0.524
after floorplan	-75.6	0	236	0.399
logic make-up (layout without fill, tap and decap cells):
family	after synthesis	in the layout	share of synthesized area
fa+ha+maj	1	1	0.0352
compound gates	4	4	0.0634
flops	8	8	0.563
mux	5	5	0.211
simple gates	4	4	0.0634
buf+inv	4	31	0.0634
worst paths after layout:
path,depth (start not counted),endpoint,slack [ps]
min in group clk0,1,data_out[5],510
max in group asynchronous,1,data_out[7],590
hold reg to reg,1,data_out[5],510
hold / removal,1,data_out[3],230
setup reg to reg,3,data_out[4],120
setup / recovery,3,data_out[7],40
area by class of cell:
type | count | area, µm²
sequential | 8 | 200
tap | 46 | 57.6
inverter | 3 | 11.3
timing repair buffer | 25 | 243
clock buffer | 3 | 22.5
multi-input combinational | 14 | 156
fill | 394 | 2730
per-layer routing:
| metal | routed length, µm | GRT usage | share of wire |
|---|---|---|---|
| met5 | 0 | 0 | 0 |
| met4 | 0 | 0.00352 | 0 |
| met3 | 150 | 0.0295 | 0.16 |
| met1 | 454 | 0.0387 | 0.49 |
| met2 | 331 | 0.0361 | 0.35 |
power groups by stage:
stage / registers [mW] / clock network (mW) / logic (mW)
after CTS: 0.342 / 0.233 / 0.177
after global routing: 0.348 / 0.248 / 0.217
final: 0.342 / 0.220 / 0.196
cell usage in the layout, fill, tap and decap left out:
master | synthesis | final
a21oi_1 | 2 | 1
a21oi_2 | 0 | 1
buf_12 | 0 | 1
buf_4 | 0 | 5
clkbuf_2 | 0 | 1
clkbuf_4 | 0 | 3
clkdlybuf4s15_1 | 0 | 7
clkdlybuf4s50_1 | 0 | 11
dfrtp_1 | 8 | 8
ha_4 | 0 | 1
inv_1 | 3 | 3
mux2_4 | 5 | 5
nand2b_4 | 0 | 1
nor2_1 | 1 | 1
nor2b_1 | 2 | 2
o22ai_1 | 2 | 2
repair_timing:
item                                    4_1_cts  5_1_grt
resized                                      12        8
setup buffers                                 3        2
endpoints found under the setup margin        8        8
No activity file was given, so power comes from the tool's default toggle rates.
